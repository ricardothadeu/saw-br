[./design.v]
module debouncer (
    input  wire clk,         
    input  wire btn_in,      
    output wire btn_out      
);
    reg [19:0] cnt = 0;      
    reg        btn_sync_0, btn_sync_1;
    reg        btn_state = 1'b1;   
    wire       btn_pressed;
    always @(posedge clk) begin
        btn_sync_0 <= btn_in;
        btn_sync_1 <= btn_sync_0;
    end
    always @(posedge clk) begin
        if (btn_sync_1 != btn_state) begin
            cnt <= cnt + 1;
            if (cnt == 20'd1_000_000) begin   
                btn_state <= btn_sync_1;
                cnt <= 0;
            end
        end else begin
            cnt <= 0;
        end
    end
    assign btn_pressed = (btn_state == 1'b0);
    reg btn_out_reg = 0;
    always @(posedge clk) begin
        btn_out_reg <= btn_pressed & ~btn_out_reg;
    end
    assign btn_out = btn_out_reg;
endmodule
[./run.sh]
#!/bin/bash
# OpenROAD 26Q1-2900-gdf79404cd8, Yosys 0.63+post, stock flow scripts
make -C /OpenROAD-flow-scripts/flow DESIGN_CONFIG=/design/flow/config.mk WORK_HOME=/design/flow/orfs finish
[./config.mk]
export PLATFORM = sky130hd
export DESIGN_NAME = debouncer
export DESIGN_NICKNAME = debouncer
export VERILOG_FILES = /design/flow/design.v
export SDC_FILE = /design/flow/constraint.sdc
export NUM_CORES = 4
export LEC_CHECK = 1
export CORE_AREA = 10 10 82 82
export DIE_AREA = 0 0 92 92
[./constraint.sdc]
current_design debouncer

set clk_period 2.5
set clk_io_pct 0.2

create_clock -name clk0 -period $clk_period [get_ports {clk}]

set non_clock_inputs [all_inputs -no_clocks]
set_input_delay [expr $clk_period * $clk_io_pct] -clock clk0 $non_clock_inputs
set_output_delay [expr $clk_period * $clk_io_pct] -clock clk0 [all_outputs]
==> flow_summary_export.csv <==
group,metric,value,unit
run_status,status,"finished clean",
power_and_ir_drop,power.sequential.fraction,53.0,%
synthesis,synth-edff-count,1,
sta,worst_hold_slack,0.3318,ns
sta,timing_hold_violations_final,0,
route,wl_per_cell,9.303,um
worst_hold_path,worstHoldPathType,"flop to flop",
floorplan,die-area,8464,sq um
clock_network,clock_sinks,24,
floorplan,fp.dieH,92,um
floorplan,floorplan.initialDensity,20.88,%
synthesis,yosysUniqueCellTypes,26,
power_and_ir_drop,power_density,604.9,nW/um^2
clock_network,insertion_delay,0.26,ns
sta,setup-tns-final,0,ns
synthesis,flop_cell,"dfxtp_1",
global_route,grt_pass1_vias,709,
synthesis,synthCells,113,
floorplan,core.rowCount,26,
route,first_iter_violations,59,
layout,largest_register,"cnt",
floorplan,core_area,5075,sq um
critical_path,critPathRequiredTime,2.48,ns
critical_path,worst-endpoint-arrival,1.88,ns
route,totalWireLength,1749,um
clock_network,cts_max_path_buffers,2,
synthesis,post_synth.cell_area_avg,9.378,sq um
placement,place_ws,0.6124,ns
route,drc,0,
sta,worst_clock_skew,0.004807,ns
floorplan,die_w,92,um
global_route,grt_antenna_before_repair,0,
sta,highest_achievable_clock_rate,527.9,MHz
synthesis,syn-cell-area,1060,sq um
route,antennaDiodeCount,0,
layout,layout-area-overhead-vs-synth,16.77,%
power_and_ir_drop,power_frac_comb,2.8,%
synthesis,most_common_cell_in_the_synthesized_netlist,"dfxtp_1",
global_route,grt_usage,4.364,%
layout,final_layout_size_suffix_gt1_share,5.932,%
route,routed_via_density,4.181,
synthesis,postSynthRegisterBits,24,
sta,timing_worst_slew_pin_value,0.3954,ns
layout,utilization,24.38,%
synthesis,synth-cells-yosys,113,
critical_path,setup.worst_path.class,"flop to flop",
power_and_ir_drop,clock_power_share,44.2,%
power_and_ir_drop,internal_portion_of_total_power,0.0006146,W
clock_network,path_clk_slew,0.08,ns
placement,finalWeightedCongestion,0.8464,
power_and_ir_drop,vdd_drop_max,0.3621,mV
synthesis,yosys_warnings,1,
placement,numPortBuffers,2,
synthesis,top_cells_by_area,"dfxtp_1 (43%), xnor2_1 (6.6%), nor2_1 (6.0%), xor2_1 (5.8%), nand3_1 (5.2%)",
sta,rsz0062_at_grt,"false",
floorplan,ios,3,
sta,period_used_share,75.78,%
critical_path,critical_path_peak_fanout,6,
critical_path,cp-end-kind,"flop",
clock_network,htreeDepth,1,
power_and_ir_drop,power.leakage,0.4064,nW
synthesis,ys_seq_share,46.28,%
flow_run,stage_log_warnings,26,
global_route,grt.overflow.total,0,
sta,worst_case_headroom_to_the_max_slew_limit,73.40,%
global_route,largest_net_degree_at_the_start_of_global_routing,20,
synthesis,netlist.top_cell.by_area,"dfxtp_1",
route,total_via_count_in_the_routed_design,786,
sta,period_minus_slack,1.894,ns
critical_path,critPathLaunchType,"flop",
placement,post-dp-hpwl,1316,um
sta,post-route-worst-setup-slack,0.6056,ns
clock_network,cts_resized,0,
layout,largest_reg_flops,20,
clock_network,post_cts_hold_buffer_count,0,
route,route.antenna.remaining_nets,0,
synthesis,yosys_area,1060,sq um
global_route,grt_pass1_wl,3174,um
synthesis,async_reset_ff_share,0,%
sta,report.final.slew_viol_count,0,
synthesis,yosys-top-cells-count,"dfxtp_1 (23), nor2_1 (17), nand3_1 (11)",
synthesis,synthDominantCellAreaShare,43.45,%
clock_network,tritoncts_clock_tree,"done",
route,drt_pass1_iterations,4,
sta,setup_viols_final,0,
power_and_ir_drop,power_switching_share,17.89,%
flow_run,max_cap_violations,0,
power_and_ir_drop,p_switching,0.0001339,W
clock_network,clock-root-buffer,"clkbuf_8",
clock_network,number_of_buffers_added_by_the_clock_tree_synthesis_step,3,
clock_network,postCtsSetupBuffers,0,
[layout by cell type, fill, tap and decap left out]
| master | synthesis | routed |
|---|---|---|
| xor2_1 | 7 | 7 |
| clkbuf_8 | 0 | 3 |
| or4_1 | 4 | 4 |
| and3_1 | 3 | 3 |
| inv_1 | 4 | 4 |
| nor2b_1 | 1 | 1 |
| nor3_1 | 2 | 2 |
| nor4_1 | 4 | 4 |
| xnor2_1 | 8 | 8 |
| o21ai_0 | 1 | 1 |
| a21oi_1 | 4 | 4 |
| edfxtp_1 | 1 | 1 |
| nand2_1 | 5 | 5 |
| nor4b_1 | 2 | 2 |
| buf_4 | 0 | 1 |
| nor3b_1 | 1 | 1 |
| and4_1 | 1 | 1 |
| ha_1 | 2 | 2 |
| o31ai_1 | 3 | 3 |
| clkdlybuf4s50_1 | 0 | 2 |
| nand4_4 | 1 | 1 |
| o41ai_4 | 1 | 1 |
| dfxtp_1 | 23 | 23 |
| nand3_1 | 11 | 11 |
| or3_1 | 2 | 2 |
| bufinv_16 | 0 | 1 |
| nand4_1 | 3 | 3 |
| nor2_1 | 17 | 17 |
[final cells by class]
type | instances | area [sq um]
Tap cell | 70 | 87.58
Clock inverter | 1 | 30.03
Timing Repair Buffer | 3 | 27.53
Fill cell | 571 | 3837
Multi-Input combinational cell | 83 | 545.5
Inverter | 4 | 15.01
Sequential cell | 24 | 490.5
Clock buffer | 3 | 41.29
[worst max-delay path, stage by stage, from the launching register on]
cell     delay [ns]
dfxtp_1        0.36
inv_1          0.07
ha_1           0.14
nor4b_1        0.25
nand3_1        0.19
or4_1          0.46
nor2b_1        0.14
[per-stage QoR]
step	total power [W]	instance area (sq um)	instances
final	0.0007485	1237	188
after global routing	0.0007783	1237	188
after CTS	0.0007605	1237	188
after detailed placement	0.0004273	1166	184
after global placement	0.0004269	1166	184
after floorplan	0.0004196	1060	113
[cells by family after synthesis]
| family | synth area share (%) |
|---|---|
| and+or+nand+nor | 29.63 |
| DFF | 46.28 |
| xor gates and xnor gates | 12.40 |
| AOI/OAI and AO/OA | 7.084 |
| buffers and inverters | 2.242 |
| adders and majority gates | 2.361 |
[metal layers]
metal | up-vias | part of all wire, % | routed length (um) | track usage (%)
met5 | - | 0 | 0 | 0
met4 | 0 | 0 | 0 | 0.1285
met3 | 0 | 4.5 | 79 | 1.400
met2 | 10 | 42 | 736 | 6.647
met1 | 364 | 53 | 933 | 6.276
li1 | 412 | - | - | -
[power groups by stage]
stage / clock, W / combinational, W / sequential [W]
global route: 0.000356 / 0.0000244 / 0.000398
CTS: 0.000342 / 0.0000214 / 0.000397
finish: 0.000331 / 0.0000210 / 0.000397
[final timing paths]
path	start	to	slack (ns)	cells after the start
min reg2reg	btn_sync_0	btn_sync_1	0.33	0
min	btn_sync_0	btn_sync_1	0.33	0
max reg2reg	cnt[0]	btn_state	0.61	6
max	cnt[0]	btn_state	0.61	6
No activity file was given, so power comes from the tool's default toggle rates.
